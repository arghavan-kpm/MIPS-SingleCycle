$ cat flow/config.mk
export PLATFORM = sky130hd
export DESIGN_NAME = RegisterFile
export DESIGN_NICKNAME = RegisterFile
export VERILOG_FILES = /design/flow/design.v
export SDC_FILE = /design/flow/constraint.sdc
export NUM_CORES = 4
export LEC_CHECK = 1
export CORE_AREA = 10 10 109 109
export DIE_AREA = 0 0 119 119
$ cat flow/constraint.sdc
current_design RegisterFile

set clk_period 1.0
set clk_io_pct 0.2

create_clock -name clk0 -period $clk_period [get_ports {clk}]

set non_clock_inputs [all_inputs -no_clocks]
set_input_delay [expr $clk_period * $clk_io_pct] -clock clk0 $non_clock_inputs
set_output_delay [expr $clk_period * $clk_io_pct] -clock clk0 [all_outputs]
$ cat flow/design.v
module RegisterFile#(parameter N = 1)(clk,ReadRegister1, ReadRegister2, WriteRegister, WriteData, RegWrite, ReadData1, ReadData2);
	input clk;
	input [4:0] ReadRegister1, ReadRegister2, WriteRegister;	
	input [31:0]WriteData;
	input RegWrite;
	output[31:0] ReadData1,ReadData2;
	reg [31:0] Mem [0:N-1];
	initial begin
		Mem[0] <= 32'd0;
		Mem[1] <= 32'd0;
		Mem[2] <= 32'd0;
		Mem[3] <= 32'b0;
		Mem[4] <= 32'b0;
		Mem[5] <= 32'b0;
		Mem[6] <= 32'b0;
		Mem[7] <= 32'b0;
		Mem[8] <= 32'b0;
		Mem[9] <= 32'b0;
		Mem[10] <= 32'b0;
		Mem[11] <= 32'b0;
		Mem[12] <= 32'b0;
		Mem[13] <= 32'b0;
		Mem[14] <= 32'b0;
		Mem[15] <= 32'b0;
		Mem[16] <= 32'b0;
		Mem[17] <= 32'b0;
		Mem[18] <= 32'b0;
		Mem[19] <= 32'b0;
		Mem[20] <= 32'b0;
		Mem[21] <= 32'b0;
		Mem[22] <= 32'b0;
		Mem[23] <= 32'b0;
		Mem[24] <= 32'b0;
		Mem[25] <= 32'b0;
		Mem[26] <= 32'b0;
		Mem[27] <= 32'b0;
		Mem[28] <= 32'b0;
		Mem[29] <= 32'b0;
		Mem[30] <= 32'b0;
		Mem[31] <= 32'b0;
	end
	always@(posedge clk) begin
		if(RegWrite == 1'b1)
			Mem[WriteRegister] <= WriteData;
	end
	assign#(1) ReadData1 = Mem[ReadRegister1];
	assign#(1) ReadData2 = Mem[ReadRegister2];
endmodule
$ cat flow/run.sh
#!/bin/bash
# OpenROAD 26Q1-2900-gdf79404cd8, Yosys 0.63+post, stock flow scripts
make -C /OpenROAD-flow-scripts/flow DESIGN_CONFIG=/design/flow/config.mk WORK_HOME=/design/flow/orfs finish
==> Slide: Implementation Results <==
Key Metrics from the Run

Run status
  – Outcome: complete, but fails checks
  – Failing checks: setup timing

Final layout
  – Share of cells above drive strength 1: 0.539
  – Area of the multi-input gates: 0 µm²
  – FF+latch area: 961 µm²
  – Multi-input gates: 0
  – Largest register FFs: 32
  – Final instance area: 0.00195 mm²
  – Largest Register: Mem
  – Filler instances: 1048
  – Commonest Layout Cell: buf_2
  – Top Layout Cells: buf_2, edfxtp_1, clkdlybuf4s50_1
  – Largest regs: Mem (32)
  – P&R area growth vs syn: 62.5%

Final timing
  – Worst Hold Margin: 0.340 ns
  – # setup viols final: 8
  – Slew at the pin closest to its max-slew limit: about 0.10 ns
  – Hold Violations, Final: 0
  – Final Max Tran Viols: 0
  – Unrepaired setup endpoints after global routing: true
  – Period utilization: 1.11
  – Fin crit period: 1.11 ns
  – Setup ws final: -0.110 ns
  – Fmax: 901 MHz
  – Worst rel slew slack: 0.933

Route
  – Wire per inst: 13.5 µm
  – Drt first pass iters: 2
  – Iter 0 DRT Violations: 20
  – Detailed-route DRC error count: 0
  – ANT nets after route: 0
  – Antenna cells: 0
  – Post-Route WL: 3700 µm
  – Via count: roughly 740
  – Via-per-instance ratio: 2.69

Floorplanning
  – # rows: 36
  – Chip area: 0.0142 mm²
  – Init Core Util: 0.125
  – Die Width: 119 µm
  – IO Count: approximately 110
  – Die height: around 120 µm
  – Core area: 0.00964 mm²

Synth
  – YS chip area: 0.00120 mm²
  – Unique cell types: 2
  – Post-synth regs: 32
  – Area of the mapped netlist: ~0.0012 mm²
  – Post-Synthesis Cells: 64
  – Synth Seq Share: 0.800
  – Yosys synthesis warning count: 1
  – Avg Inst Size Synth: 18.8 µm²
  – # Cells Yosys: 64

Global routing
  – Tot GR Track Use: 0.0487
  – Grt total ovfl: 0
  – Number of global-route vias before repair: 794
  – First-pass GRT wire length: 5360 µm
  – Largest net degree at the start of global routing: 18
  – Antenna violations before repair: 0

Power and ir drop
  – Internal: 2.60 mW
  – Cell Pwr Density: ~1700 mW/mm²
  – Power consumption: about 3.2 mW
  – Switching share of power: 0.194
  – Pleak: 0.783 nW
  – Max VDD drop: about 0.00073 V
  – Logic gate share of total power: 0.108
  – Sequential share of power: 0.508
  – Clk network pwr share: 0.384
  – Sw power: 0.624 mW

Setup path
  – Crit path DAT: about 0.91 ns
  – Setup CP Type: flip-flop to output pin
  – Crit path DRT: 0.80 ns
  – Crit start category: flip-flop
  – CP startpoint: Mem[0][4]
  – Crit. End Element: output pin
  – Max FO, Critical Path: 2

Placement
  – Setup WS pre-CTS: -0.0675 ns
  – Post-placement cell area: 0.00213 mm²
  – Gpl congestion: 0.685
  – PortBufs: between 90 and 100

Min path
  – Hold Path Class: input port to flip-flop
  – Worst Hold Depth: 2
  – Min-delay src: RegWrite

Clock network
  – TritonCTS clock tree: done
  – CTS Sinks: 32
  – CTS clock-pin slew for the worst setup and hold paths: 0.07 ns
  – Cts bufs inserted: 5
  – CTS Root Cell: clkbuf_8
  – CTS H-tree lvls: 2
  – CTS Hold Bufs: 0
  – Max Root-Sink Buffers: 2

Run
  – Max-cap violations: 0
  – Tool warning count: 42
cell type report:
cell class	instances	share of cell area
clock inverters	2	0.0179
flip-flops and latches	32	0.492
clock buffers	6	0.0372
repair buffers	101	0.367
well taps	133	0.0853
power groups by stage:
stage,Combinational [mW],Clock [mW],Sequential [mW]
5_1_grt,0.387,1.36,1.65
6_report,0.349,1.24,1.64
4_1_cts,0.365,1.31,1.64
per-stage QoR:
step                utilization  setup TNS (ns)  instances
floorplan                     -               0         64
global route              0.202           -2.75        274
finish                    0.202          -0.276        274
detailed placement        0.221          -0.558        264
CTS                       0.202          -0.970        274
global placement          0.221          -0.353        264
worst paths after layout:
kind | slack [ns] | endpoint
setup / recovery | -0.11 | ReadData2[4]
hold / removal | 0.34 | Mem[0][14]
metal layers:
metal  GRT usage  share of wire  routed length [µm]  vias up
met4     0.00992          0.023                  85        0
li1            -              -                   -      343
met2      0.0823           0.48                1790       54
met3      0.0245           0.11                 405        5
met5           0              0                   0        -
met1      0.0542           0.38                1420      336
cells by family after synthesis:
family	share of synthesized area
DFF	0.800
buffers and inverters	0.200
critical path, cell delays in order, from the launching register on:
cell and delay, ns:
edfxtp_1 0.39, buf_6 0.13, buf_6 0.10
cell usage after synthesis:
master / count / area [µm²]
buf_4: 32 / 240
edfxtp_1: 32 / 961
what timing repair did:
item | CTS | global route
buffers inserted | 2 | 0
endpoints found under the hold margin | 0 | 0
endpoints found under the setup margin | 64 | 64
gates resized | 196 | 1
Power and IR drop assume default switching activity.
