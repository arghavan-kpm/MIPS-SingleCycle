<file path="/design/flow/design.v">
module ALU( A, B, ALU, hi, lo, zero);
	reg [63:0] tmp;
	input [31:0] A, B;
	input [3:0] ALU;
	output reg [31:0] hi, lo;
	output reg zero;
	reg[31:0] LO,HI;
	initial begin
		zero <= 0;
	end
	always@(A, B, ALU)begin
		#1;
		case(ALU)
			4'b0000 : begin 
				#1;
				lo <= $signed(A) + $signed(B);
				hi <= 32'b0;
				zero <= ( {hi, lo}==64'b0 )?1:0;
			end
			4'b0001 : begin 
				#1;
				tmp <= $signed(A)*$signed(B);
				#1;
				LO <= tmp[31:0];
				HI <= tmp[63:32];
				#1;
				zero <= ({hi, lo}==64'b0)?1:0;
				lo <= LO;
				hi <= HI;
			end  
			4'b0010 : begin
				#1;
				lo <= $signed(A) - $signed(B);
				hi <= 32'b0;
				#1;
				zero <= ({hi, lo}==64'b0)?1:0;
			end
			4'b0011 : begin
				#1;
				LO <= $signed(A) / $signed(B);
				HI <= $signed(A) % $signed(B);
				#1;
				zero <= ({HI, LO}==64'b0)?1:0;
				lo <= LO;
				hi <= HI;
			end  
			4'b0100 : begin
				#1;
				lo <= $signed(A) & $signed(B);
				hi <= 32'b0;
				#1;
				zero <= ({hi, lo}==64'b0)?1:0;
			end
			4'b0101 : begin
				#1;
				lo <= $signed(A) | $signed(B);
				hi <= 32'b0;
				#1;
				zero <= ({hi, lo}==64'b0)?1:0;
			end
			4'b0110 : begin 
				#1;
				lo <= $signed(A) ^ $signed(B);
				hi <= 32'b0;
				#1;
				zero <= ({hi, lo}==64'b0)?1:0;
			end
			4'b0111 : begin 
				#1;
				hi <= 32'b0;
				lo <= ($signed(A) < $signed(B))?32'b1 : 32'b0;
				#1;
				zero <= ({hi, lo}==64'b0)?1:0; 
			end
			4'b1000 : begin	
				zero <= (A == B)?1:0;
			end
			4'b1001: begin 
				lo <= LO;
				hi <= HI;
			end
			default : {hi, lo, zero} <= 65'b0;
		endcase
	end  
endmodule
module DataPath(clk,Inst,InstAdd,
		ReadReg1,ReadReg2,ReadData1,ReadData2,RegDst,WriteReg,RegData,
		jal,branch,beqorne,jr,j,
		ALUSrc,ALUControl,
		MemAdd,MemData,MemReadData,MemtoReg,
		lui,loorhi,luiormf);
	input[31:0] Inst,ReadData1,ReadData2,MemReadData;
	input[3:0] ALUControl;
	input RegDst,jal,ALUSrc,MemtoReg,lui,loorhi,branch,beqorne,jr,j,luiormf,clk;
	output[31:0] InstAdd,MemAdd,MemData,RegData;
	output [4:0] ReadReg1,ReadReg2,WriteReg;
	wire[31:0] jumpRegOrimm;
	wire[31:0] pcADD4,Extended,ALUB,ALUlo,ALUhi,lo,PC,LUIout,LO,newPC,toPC;
	wire[4:0] WReg,writeReg;
	wire ALUzero,PCSrc;
	Reg ProgramCounter(clk,(newPC),PC);
	assign pcADD4 = PC + 4;
	assign ReadReg1 = Inst[25:21];
	assign ReadReg2 = Inst[20:16];
	assign MemAdd = (ALUlo);
	assign MemData = ReadData2;
	assign InstAdd = PC;
	MUX#(1) mux1((branch&~ALUzero),(branch&ALUzero),beqorne,PCSrc);
	MUX#(5) mux2(Inst[20:16],Inst[15:11],RegDst,WReg);
	MUX#(5) mux3(WReg,5'd31,jal,writeReg);
	MUX#(5) mux4(writeReg,Inst[25:21],luiormf,WriteReg);
	MUX#(32) mux5(ReadData2,Extended,ALUSrc,ALUB);
	MUX#(32) mux6(ALUlo,MemReadData,MemtoReg,lo);
	MUX#(32) mux7(lo,({Inst[15:0],16'b0}),lui,LUIout);
	MUX#(32) mux8(LUIout,ALUhi,loorhi,LO);
	MUX#(32) mux9(LO,pcADD4,jal,RegData);
	MUX#(32) mux10(pcADD4,(pcADD4 + {Extended[29:0],2'b0}),PCSrc,toPC);
	MUX#(32) mux12(toPC,jumpRegOrimm,j,newPC);
	MUX#(32) mux11({Extended[29:0],2'b0},{ReadData1[29:0],2'b0},jr,jumpRegOrimm);
	SignExtend SE(Inst[15:0],Extended);
	ALU alu(ReadData1,ALUB,ALUControl,ALUhi,ALUlo,ALUzero);
endmodule
module MUX#(parameter N = 1) (A,B,s,OUT);
	input[N - 1:0] A,B;
	input s;
	output[N - 1:0] OUT;
	assign OUT = (s)? B : A;
endmodule 
module Reg(clk,A,B);
	input clk;
	input[31:0] A;
	output [31:0] B;
	reg[31:0] data;
	initial begin
		data <= 0;
	end
	always @(posedge clk) begin
		#1
		data <= A;
	end
	assign B = data;
endmodule
module SignExtend(A,B);
	input[15:0] A;
	output [31:0] B;
	assign B = { {16{A[15]}},A } ;
endmodule
</file>
<file path="/design/flow/run.sh">
#!/bin/bash
# OpenROAD 26Q1-2900-gdf79404cd8, Yosys 0.63+post, stock flow scripts
make -C /OpenROAD-flow-scripts/flow DESIGN_CONFIG=/design/flow/config.mk WORK_HOME=/design/flow/orfs finish
</file>
<file path="/design/flow/config.mk">
export PLATFORM = sky130hd
export DESIGN_NAME = DataPath
export DESIGN_NICKNAME = DataPath
export VERILOG_FILES = /design/flow/design.v
export SDC_FILE = /design/flow/constraint.sdc
export NUM_CORES = 4
export LEC_CHECK = 1
export CORE_UTILIZATION = 50
</file>
<file path="/design/flow/constraint.sdc">
current_design DataPath

set clk_period 18.8
set clk_io_pct 0.2

create_clock -name clk0 -period $clk_period [get_ports {clk}]

set non_clock_inputs [all_inputs -no_clocks]
set_input_delay [expr $clk_period * $clk_io_pct] -clock clk0 $non_clock_inputs
set_output_delay [expr $clk_period * $clk_io_pct] -clock clk0 [all_outputs]
</file>
==> impl_metrics.csv <==
group,metric,value,unit
logic_synthesis,ys_sh_simple,19.8,%
timing,relSlewSlack,-7.78,%
min_path,whs_endpoint,"ProgramCounter.data[2]",
clock_tree,numCtsBuffers,5,
final_layout,drive_gt1_share,5.20,%
worst_setup_path,critPathArrivalTime,6630,ps
floorplanning,die_y,406,µm
logic_synthesis,synth.cell_area,81400,µm²
logic_synthesis,ys.flop_type,"dlxtn_1",
placed_design,io_buffers,278,
floorplanning,initial_core_util,50.5,%
global_route,grt_pass1_vias,80100,
timing,hold_slack,745,ps
final_layout,fillCellCount,15000,
logic_synthesis,ys.flops,223,
logic_synthesis,ys_top_cells_by_count,"nand2_1, inv_1, fa_1",
min_path,hold_path_depth,3,
logic_synthesis,synthDistinctLibCells,116,
timing,unclocked_pins,193,
floorplanning,die_area,164000,µm²
global_route,grt_overflow,0,
worst_setup_path,r2r_cells,23,
timing,grt_setup_unrepaired,"no",
logic_synthesis,top_area_share,26.7,%
logic_synthesis,synthAdderAreaFrac,39.7,%
floorplanning,io_pins,287,
status,violations,"capacitance limit, slew limit",
final_layout,syn2layout_area_growth,6.99,%
clock_tree,htreeDepth,2,
clock_tree,postCtsSetupBuffers,0,
logic_synthesis,edf_count,0,
route,wl_per_cell,28.8,µm
route,drc,0,
placed_design,gp_congestion,1.13,
timing,untimed_endpoints,225,
route,ant_nets,0,
logic_synthesis,syn_inst,10700,
logic_synthesis,topCellsByArea,"fa_1, ha_1, nand2_1",
timing,finalClockPeriodUsage,55.3,%
clock_tree,cts.path.max_buffers,2,
logic_synthesis,top_cell,"nand2_1",
clock_tree,clock-root-buffer,"clkbuf_16",
placed_design,hpwl,300,mm
logic_synthesis,yosysWarningCount,2,
worst_setup_path,r2r-end,"ProgramCounter.data[30]",
clock_tree,cts_hold_buffers,0,
logic_synthesis,ys_sh_mux,2.11,%
route,drt_iter0_drc,7368,
logic_synthesis,ys_top_logic_family,"adder cells",
min_path,worstHoldPathType,"flop to flop",
logic_synthesis,async_reset_ff_share,0,%
worst_setup_path,cp-end-kind,"primary output",
floorplanning,row_count,147,
timing,fin_tns_setup,0,ps
global_route,grt_max_degree,73,
timing,finalHoldViolCount,0,
worst_setup_path,path_max_fanout,33,
logic_synthesis,avgSynthCellArea,7.58,µm²
timing,report.final.slew_viol_count,4,
floorplanning,fp.dieW,406,µm
placed_design,place_ws,8480,ps
logic_synthesis,ys_sh_aoi,18.3,%
logic_synthesis,ys_cells,10700,
logic_synthesis,synth_xor_xnor_area_share,6.70,%
worst_setup_path,r2r_start,"ProgramCounter.data[2]",
route,dr.pass1.iters,10,
logic_synthesis,ys_area,81400,µm²
worst_setup_path,cp-start-kind,"input pin",
timing,period_needed,10390,ps
global_route,grt_pass1_wl,544,mm
job,warnings,98,
job,drv_cap,2,
route,avgViaCountPerCell,6.27,
clock_tree,clk_latency,300,ps
worst_setup_path,critPathKind,"input pin to primary output",
timing,tightest_slew,1600,ps
clock_tree,ctsResizeCount,0,
floorplanning,core-area,161000,µm²
final_layout,fin_util,54.1,%
clock_tree,cts_tree,"built",
worst_setup_path,cp.required,15040,ps
timing,finClkSkew,8.57,ps
timing,setup_viol,0,
worst_setup_path,regToRegSetupSlack,12810,ps
timing,fmax,0.0962,GHz
clock_tree,clk_pin_slew_worst_paths,60,ps
global_route,antenna_found_initial,45,
status,outcome,"finished, violations left",
global_route,track_usage,47.9,%
route,dr_total_vias,81300,
min_path,hp-start,"ProgramCounter.data[2]",
route,drt_wl_total,374,mm
logic_synthesis,top_area_cell,"fa_1",
timing,worst_slack,8410,ps
metrics by stage:
step	area, µm²	std cells
CTS	87100	12900
global route	87100	13000
global placement	86900	12900
finish	87100	13000
floorplan	81400	10700
detailed placement	86900	12900
how the worst max path moves through the flow:
stage	depth (start not counted)	to	from
final	7	RegData[6]	lui
after global routing	7	RegData[6]	lui
after CTS	7	RegData[6]	lui
layout make-up:
type | instances | area, µm² | area share, %
multi-input combinational | 8615 | 70800 | 81.3
inverter | 1389 | 5210 | 5.98
timing repair buffer | 551 | 4660 | 5.35
sequential | 223 | 3500 | 4.02
tap | 2160 | 2700 | 3.10
clock buffer | 7 | 133 | 0.152
antenna | 25 | 62.6 | 0.0718
clock inverter | 1 | 30.0 | 0.0345
registers in the layout, summed over array words and instances, names as in the netlist:
signal	flops
ProgramCounter.data	30
alu.HI	32
alu.LO	32
alu.hi	32
alu.lo	32
alu.tmp	64
alu.zero	1
cell families (layout without fill, tap and decap cells):
kind of cell | after synthesis | in the layout
AND/OR/NAND/NOR | 3595 | 3595
AND-OR/OR-AND | 2303 | 2303
adder cells (fa/ha/maj) | 1930 | 1930
buffers and inverters | 1910 | 1948
XOR/XNOR | 622 | 622
latches | 193 | 193
multiplexers | 163 | 163
flip-flops | 30 | 30
other | 1 | 27
worst max-delay path, cell delays in order:
cell	delay [ps]
clkdlybuf4s50_1	410
buf_4	240
nor2_1	530
buf_4	310
a221oi_1	100
a21oi_1	510
clkdlybuf4s50_1	740
layer usage:
layer  routed length (µm)  GRT usage [%]
met5                 1030           2.94
met4                28800           28.4
met3                55600           24.5
met2               152000           65.8
met1               136000           60.5
layout by cell type (no fill, tap or decap), types with 79 or more instances in the layout:
master	netlist	final
nand2_1	1457	1455
xnor2_1	417	407
a21o_1	166	166
fa_1	1086	1085
buf_4	45	274
xor2_1	204	204
nor2_1	1012	1009
nor2b_1	98	97
a21oi_1	679	672
and2_1	79	79
a31oi_1	121	121
o21a_1	146	145
inv_1	1359	1357
mux2i_1	102	96
a211oi_1	97	97
clkdlybuf4s50_1	0	243
o21ai_0	424	423
nand3_1	201	200
nand4_1	87	87
nor3_1	206	204
nor4_1	82	80
ha_1	844	844
dlxtn_1	128	128
